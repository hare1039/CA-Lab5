File: design.v
module Decoder(
    instr_op_i,
  	RegWrite_o,
  	ALU_op_o,
  	ALUSrc_o,
  	RegDst_o,
  	Branch_o,
    Jump_o,
    MemToReg_o,
    BranchType_o,
    MemRead_o,
    MemWrite_o
  	);
    input  [6-1:0] instr_op_i;
    output         RegWrite_o;
    output [3-1:0] ALU_op_o;
    output         ALUSrc_o;
    output [3-1:0] RegDst_o;
    output         Branch_o;
    output         Jump_o;
    output [1:0]   MemToReg_o;
    output [1:0]   BranchType_o;
    output         MemRead_o;
    output         MemWrite_o;
    reg    [3-1:0] ALU_op_o;
    reg            ALUSrc_o;
    reg            RegWrite_o;
    reg    [3-1:0] RegDst_o;
    reg            Branch_o;
	 reg            Jump_o;
	 reg 	  [1:0]   MemToReg_o;
    reg    [1:0]   BranchType_o;
    reg            MemRead_o;
    reg            MemWrite_o;
    always @ ( * ) begin
        if (instr_op_i == 6'b000000) begin       
            ALU_op_o    = 3'b010;
            ALUSrc_o    = 0;
            RegWrite_o  = 1;
            RegDst_o    = 2'b01;
            Branch_o    = 0;
            Jump_o      = 1;
            MemToReg_o  = 2'b00;
            BranchType_o= 2'b00;
            MemRead_o   = 0;
            MemWrite_o  = 0;
        end
        else if (instr_op_i == 6'b100011) begin  
            ALU_op_o    = 3'b000;
            ALUSrc_o    = 1;
            RegWrite_o  = 1;
            RegDst_o    = 2'b00;
            Branch_o    = 0;
            Jump_o      = 1;
            MemToReg_o  = 2'b01;
            BranchType_o= 2'b00;
            MemRead_o   = 1;
            MemWrite_o  = 0;
        end
        else if(instr_op_i == 6'b101011)begin   
            ALU_op_o    = 3'b000;
            ALUSrc_o    = 1;
            RegWrite_o  = 0;
            RegDst_o    = 2'b00;
            Branch_o    = 0;
            Jump_o      = 1;
            MemToReg_o  = 2'b00;
            BranchType_o= 2'b00;
            MemRead_o   = 0;
            MemWrite_o  = 1;
        end
        else if(instr_op_i == 6'b000100)begin     
            ALU_op_o    = 3'b001;
            ALUSrc_o    = 0;
            RegWrite_o  = 0;
            RegDst_o    = 2'b00;
            Branch_o    = 1;
            Jump_o      = 1;
            MemToReg_o  = 2'b00;
            BranchType_o= 2'b00;
            MemRead_o   = 0;
            MemWrite_o  = 0;
        end
        else if(instr_op_i == 6'b000111)begin     
            ALU_op_o    = 3'b001;
            ALUSrc_o    = 0;
            RegWrite_o  = 0;
            RegDst_o    = 2'b00;
            Branch_o    = 1;
            Jump_o      = 1;
            MemToReg_o  = 2'b00;
            BranchType_o= 2'b01;
            MemRead_o   = 0;
            MemWrite_o  = 0;
        end
        else if(instr_op_i == 6'b000110)begin     
            ALU_op_o    = 3'b001;
            ALUSrc_o    = 0;
            RegWrite_o  = 0;
            RegDst_o    = 2'b00;
            Branch_o    = 1;
            Jump_o      = 1;
            MemToReg_o  = 2'b00;
            BranchType_o= 2'b10;
            MemRead_o   = 0;
            MemWrite_o  = 0;
        end
        else if(instr_op_i == 6'b000101)begin     
            ALU_op_o    = 3'b001;
            ALUSrc_o    = 0;
            RegWrite_o  = 0;
            RegDst_o    = 2'b00;
            Branch_o    = 1;
            Jump_o      = 1;
            MemToReg_o  = 2'b00;
            BranchType_o= 2'b11;
            MemRead_o   = 0;
            MemWrite_o  = 0;
        end
		  else if(instr_op_i == 6'b001000)begin     
            ALU_op_o    = 3'b000;
            ALUSrc_o    = 1;
            RegWrite_o  = 1;
            RegDst_o    = 2'b00;
            Branch_o    = 0;
            Jump_o      = 1;
            MemToReg_o  = 2'b00;
            BranchType_o= 2'b00;
            MemRead_o   = 0;
            MemWrite_o  = 0;
        end
		  else if(instr_op_i == 6'b001111)begin     
            ALU_op_o    = 3'b011;
            ALUSrc_o    = 1;
            RegWrite_o  = 1;
            RegDst_o    = 2'b00;
            Branch_o    = 0;
            Jump_o      = 1;
            MemToReg_o  = 2'b00;
            BranchType_o= 2'b00;
            MemRead_o   = 0;
            MemWrite_o  = 0;
        end
		  else if(instr_op_i == 6'b001101)begin     
            ALU_op_o    = 3'b100;
            ALUSrc_o    = 1;
            RegWrite_o  = 1;
            RegDst_o    = 2'b00;
            Branch_o    = 0;
            Jump_o      = 1;
            MemToReg_o  = 2'b00;
            BranchType_o= 2'b00;
            MemRead_o   = 0;
            MemWrite_o  = 0;
        end
		  else if(instr_op_i == 6'b000101)begin     
            ALU_op_o    = 3'b101;
            ALUSrc_o    = 0;
            RegWrite_o  = 0;
            RegDst_o    = 2'b00;
            Branch_o    = 1;
            Jump_o      = 1;
            MemToReg_o  = 2'b00;
            BranchType_o= 2'b00;
            MemRead_o   = 0;
            MemWrite_o  = 0;
        end
      else if(instr_op_i == 6'b000010)begin     
            ALU_op_o    = 3'bxxx;
            ALUSrc_o    = 0;
            RegWrite_o  = 0;
            RegDst_o    = 2'b00;
            Branch_o    = 0;
            Jump_o      = 0;
            MemToReg_o  = 2'b00;
            BranchType_o= 2'b00;
            MemRead_o   = 0;
            MemWrite_o  = 0;
        end
      else if(instr_op_i == 6'b000011)begin     
            ALU_op_o    = 3'bxxx;
            ALUSrc_o    = 0;
            RegWrite_o  = 1;
            RegDst_o    = 2'b10;               
            Branch_o    = 0;
            Jump_o      = 0;
            MemToReg_o  = 2'b11;               
            BranchType_o= 2'b00;
            MemRead_o   = 0;
            MemWrite_o  = 0;
        end
      else if(instr_op_i == 6'b001111)begin     
              ALU_op_o    = 3'bxxx;
              ALUSrc_o    = 0;
              RegWrite_o  = 1;
              RegDst_o    = 2'b00;
              Branch_o    = 0;
              Jump_o      = 1;
              MemToReg_o  = 2'b10;
              BranchType_o= 2'b00;
              MemRead_o   = 0;
              MemWrite_o  = 0;
          end
        else begin
            ALU_op_o  = 3'bxxx;
            ALUSrc_o  = 1'bx;
            RegWrite_o= 1'bx;
            RegDst_o  = 1'bx;
            Branch_o  = 1'bx;
        end
    end
endmodule
File: run.sh
#!/bin/bash
# OpenROAD 26Q1-2900-gdf79404cd8, Yosys 0.63+post, stock flow scripts
make -C /OpenROAD-flow-scripts/flow DESIGN_CONFIG=/design/flow/config.mk WORK_HOME=/design/flow/orfs finish
File: config.mk
export PLATFORM = sky130hd
export DESIGN_NAME = Decoder
export DESIGN_NICKNAME = Decoder
export VERILOG_FILES = /design/flow/design.v
export SDC_FILE = /design/flow/constraint.sdc
export NUM_CORES = 4
export LEC_CHECK = 1
export CORE_AREA = 10 10 70 70
export DIE_AREA = 0 0 80 80
File: constraint.sdc
current_design Decoder

set clk_period 1.6
set clk_io_pct 0.2

create_clock -name clk0 -period $clk_period

set non_clock_inputs [all_inputs -no_clocks]
set_input_delay [expr $clk_period * $clk_io_pct] -clock clk0 $non_clock_inputs
set_output_delay [expr $clk_period * $clk_io_pct] -clock clk0 [all_outputs]
==> flow_summary.yaml <==
# generated from flow reports
run_status:
  run_status: "complete, no violations"
synthesis:
  number_of_warnings_reported_in_the_yosys_synthesis_log: 1
  synthCells: 61
  yosysCellCount: 61
  post_syn_area_um2: 467.9
  synth_chip_area_um2: 467.9
  top_cells_by_count: "sky130_fd_sc_hd__dlxtn_1, sky130_fd_sc_hd__a21oi_1, sky130_fd_sc_hd__nor2_1"
  ys_ff: 7
  top_cell_area_share_pct: 22.46
  syn_avg_cell_area_um2: 7.671
  enable_flop_cells: 0
  netlist.top_cell.by_instances: "sky130_fd_sc_hd__dlxtn_1"
  ys_async_sr_fraction_pct: 0
  netlist.top_cell.by_area: "sky130_fd_sc_hd__dlxtn_1"
  synth.top_cells.by_area: "sky130_fd_sc_hd__dlxtn_1, sky130_fd_sc_hd__nor4b_4, sky130_fd_sc_hd__a21oi_1"
  synth_cell_types: 30
  yosys_most_used_dff: "sky130_fd_sc_hd__dlxtn_1"
sta:
  fin_hold_ws_ns: 1.158
  count_of_unclocked_register_or_latch_pins: 7
  finalHoldViolCount: 0
  report.final.slew_viol_count: 0
  post-route-period-util_pct: 95.54
  finalWorstPathRequiredPeriod_ns: 1.529
  timing.fmax_mhz: 654.2
  layout_setup_ws_ns: 0.07137
  fin_tns_setup_ns: 0
  rsz_0062_raised_after_global_routing: "false"
  unconstrained_endpoints: 14
  setup_viol_count_final: 0
job:
  warning_total_across_the_stage_logs: 32
  cap_violations: 0
pwr:
  powerDensity_nw_per_um2: 182.2
  leakage_uw: 0.0003880
  vdd_ir_drop_max_mv: 0.1016
routing:
  ant_nets: 0
  highest_routed_layer: "met3"
  detailroute.wirelength.met3_um: 136
  drc: 0
  routedLengthMet1_um: 708
  antenna-diode-count: 0
  count_of_routing_violations_after_the_opening_detailed_route_iteration: 6
  route.vias.total: 541
  wl_mm: 1.521
  firstDrtPassIters: 4
  avgViaCountPerCell: 3.783
  routed-wl-met2_um: 676
  avgRoutedWirePerCell_um: 10.64
final_layout:
  syn_to_final_growth_pct: 83.96
  drive_above_1_share_pct: 41.24
floorplanning:
  core.rowCount: 21
  fp.dieH_um: 80
  design.core.area_um2: 3416
  die_area_um2: 6400
  floorplan.io_pins: 22
  die_width_um: 80
  fp-utilization_pct: 13.70
setup_path:
  critPathArrivalTime_ns: 1.21
  timing.critical_path.required_ns: 1.28
  worstSetupEndpointType: "output port"
  timing_worst_setup_path_type: "input pin to output port"
  path_max_fanout: 5
  setup.worst_path.start_class: "input pin"
worst_hold_path:
  holdCritPathClass: "input pin to output port"
grt:
  globalRouteTotalUtil_pct: 4.798
  global_route_wire_length_before_repair_mm: 2.649
  grt_max_degree: 11
  antenna_found_initial: 0
  grt_pass1_vias: 571
  overflow: 0
placed_design:
  preCtsSetupSlack_ns: -0.6899
  detailedPlacementHpwl_mm: 1.252
  place.port_buffers: 21
  place_congestion: 0.8143
## cell usage in the layout (no fill, tap or decap), types with 2 or more instances in the layout
master                            instances
sky130_fd_sc_hd__buf_4                   22
sky130_fd_sc_hd__dlygate4sd2_1            8
sky130_fd_sc_hd__dlxtn_1                  7
sky130_fd_sc_hd__clkdlybuf4s50_1          7
sky130_fd_sc_hd__nand2_1                  3
sky130_fd_sc_hd__nor2_1                   3
sky130_fd_sc_hd__a21oi_1                  3
sky130_fd_sc_hd__nor3_1                   3
sky130_fd_sc_hd__o21bai_1                 3
sky130_fd_sc_hd__buf_2                    3
sky130_fd_sc_hd__nor2b_1                  2
sky130_fd_sc_hd__o21ai_1                  2
sky130_fd_sc_hd__nor4b_4                  2
sky130_fd_sc_hd__a21oi_2                  2
sky130_fd_sc_hd__nand3_1                  2
sky130_fd_sc_hd__buf_6                    2
## layer usage
layer	GRT usage [%]	vias to the layer above
met3	1.364	0
met2	7.945	20
met5	0	-
li1	-	286
met1	6.400	235
met4	0	0
## repair_timing
action	CTS	global route
hold buffers	0	0
setup endpoints to repair	8	3
gates resized	43	3
pin swaps	6	1
buffers inserted	1	0
gates cloned	0	0
## worst paths after layout
| path | from | endpoint | slack, ns | cells after the start |
|---|---|---|---|---|
| max | instr_op_i[5] | ALU_op_o[2] | 0.07 | 5 |
| min | instr_op_i[1] | RegDst_o[0] | 1.16 | 4 |
## state kept, by name (all words and copies together) (netlist names)
register,cells
BranchType_o,2
MemToReg_o,2
Jump_o,1
MemRead_o,1
MemWrite_o,1
## where the power goes
part           total (uW)  internal, uW  leakage [uW]  switching (uW)
registers            13.3          12.3     0.0000548            1.01
clock network           0             0             0               0
logic                 143          80.3      0.000333            63.2
## cell families (layout without fill, tap and decap cells)
| family | Yosys count | after routing | synth area share, % |
|---|---|---|---|
| other cells | 1 | 1 | 0.8014 |
| simple gates | 30 | 30 | 43.32 |
| latches | 7 | 7 | 22.46 |
| buf+inv | 8 | 44 | 12.57 |
| compound gates | 15 | 15 | 20.86 |
## area by class of cell
| class | instances | area (um2) |
|---|---|---|
| fill | 398 | 2555 |
| timing repair buffer | 43 | 354.1 |
| multi-input combinational | 46 | 340.3 |
| sequential | 7 | 105.1 |
| tap | 46 | 57.56 |
| inverter | 1 | 3.754 |
## worst max-delay path, stage by stage
cell and delay [ns]:
sky130_fd_sc_hd__buf_2 0.14, sky130_fd_sc_hd__and3_4 0.19, sky130_fd_sc_hd__o21ba_1 0.20, sky130_fd_sc_hd__o21bai_1 0.14, sky130_fd_sc_hd__dlygate4sd2_1 0.23
## metrics by stage
stage               instances  util (%)  area, um2  power, uW
floorplan                  61         -      467.9      78.22
global placement          142     24.54      838.3      153.0
detailed placement        142     24.54      838.3      153.5
CTS                       143     24.87      849.6      154.6
global route              143     25.20      860.8      171.5
finish                    143     25.20      860.8      156.8
Power and IR drop assume default switching activity.
