==> design/flow/design.v <==
module Data_Memory
(
	clk_i,
	addr_i,
	data_i,
	MemRead_i,
	MemWrite_i,
	data_o
);
input				clk_i;
input	[31:0]		addr_i;
input	[31:0]		data_i;
input				MemRead_i;
input				MemWrite_i;
output	[31:0] 		data_o;
reg		[31:0]		data_o;
reg		[7:0]		Mem 			[0:127];	 
integer				i;
wire	[31:0]		memory			[0:31];
assign  memory[0] = {Mem[3], Mem[2], Mem[1], Mem[0]};
assign  memory[1] = {Mem[7], Mem[6], Mem[5], Mem[4]};
assign  memory[2] = {Mem[11], Mem[10], Mem[9], Mem[8]};
assign  memory[3] = {Mem[15], Mem[14], Mem[13], Mem[12]};
assign  memory[4] = {Mem[19], Mem[18], Mem[17], Mem[16]};
assign  memory[5] = {Mem[23], Mem[22], Mem[21], Mem[20]};
assign  memory[6] = {Mem[27], Mem[26], Mem[25], Mem[24]};
assign  memory[7] = {Mem[31], Mem[30], Mem[29], Mem[28]};
assign  memory[8] = {Mem[35], Mem[34], Mem[33], Mem[32]};
assign  memory[9] = {Mem[39], Mem[38], Mem[37], Mem[36]};
assign  memory[10] = {Mem[43], Mem[42], Mem[41], Mem[40]};
assign  memory[11] = {Mem[47], Mem[46], Mem[45], Mem[44]};
assign  memory[12] = {Mem[51], Mem[50], Mem[49], Mem[48]};
assign  memory[13] = {Mem[55], Mem[54], Mem[53], Mem[52]};
assign  memory[14] = {Mem[59], Mem[58], Mem[57], Mem[56]};
assign  memory[15] = {Mem[63], Mem[62], Mem[61], Mem[60]};
assign  memory[16] = {Mem[67], Mem[66], Mem[65], Mem[64]};
assign  memory[17] = {Mem[71], Mem[70], Mem[69], Mem[68]};
assign  memory[18] = {Mem[75], Mem[74], Mem[73], Mem[72]};
assign  memory[19] = {Mem[79], Mem[78], Mem[77], Mem[76]};
assign  memory[20] = {Mem[83], Mem[82], Mem[81], Mem[80]};
assign  memory[21] = {Mem[87], Mem[86], Mem[85], Mem[84]};
assign  memory[22] = {Mem[91], Mem[90], Mem[89], Mem[88]};
assign  memory[23] = {Mem[95], Mem[94], Mem[93], Mem[92]};
assign  memory[24] = {Mem[99], Mem[98], Mem[97], Mem[96]};
assign  memory[25] = {Mem[103], Mem[102], Mem[101], Mem[100]};
assign  memory[26] = {Mem[107], Mem[106], Mem[105], Mem[104]};
assign  memory[27] = {Mem[111], Mem[110], Mem[109], Mem[108]};
assign  memory[28] = {Mem[115], Mem[114], Mem[113], Mem[112]};
assign  memory[29] = {Mem[119], Mem[118], Mem[117], Mem[116]};
assign  memory[30] = {Mem[123], Mem[122], Mem[121], Mem[120]};
assign  memory[31] = {Mem[127], Mem[126], Mem[125], Mem[124]};
initial begin
	for(i=0; i<128; i=i+1)
		Mem[i] = 8'b0;
	Mem[0] = 8'b0100;
	Mem[4] = 8'b0101;
	Mem[8] = 8'b0110;
	Mem[12] = 8'b0111;
	Mem[16] = 8'b1000;
	Mem[20] = 8'b1001;
	Mem[24] = 8'b1010;
	Mem[28] = 8'b0010;
	Mem[32] = 8'b0001;
	Mem[36] = 8'b0011;
	for(i=0; i<128; i=i+1)
		Mem[i] = 8'b0;
end
always@(posedge clk_i) begin
    if(MemWrite_i) begin
		Mem[addr_i+3] <= data_i[31:24];
		Mem[addr_i+2] <= data_i[23:16];
		Mem[addr_i+1] <= data_i[15:8];
		Mem[addr_i]   <= data_i[7:0];
	end
end
always@(addr_i or MemRead_i) begin
	if(MemRead_i)
		data_o = {Mem[addr_i+3], Mem[addr_i+2], Mem[addr_i+1], Mem[addr_i]};
end
endmodule
==> design/flow/run.sh <==
#!/bin/bash
# OpenROAD 26Q1-2900-gdf79404cd8, Yosys 0.63+post, stock flow scripts
make -C /OpenROAD-flow-scripts/flow DESIGN_CONFIG=/design/flow/config.mk WORK_HOME=/design/flow/orfs finish
==> design/flow/config.mk <==
export PLATFORM = sky130hd
export DESIGN_NAME = Data_Memory
export DESIGN_NICKNAME = Data_Memory
export VERILOG_FILES = /design/flow/design.v
export SDC_FILE = /design/flow/constraint.sdc
export NUM_CORES = 4
export LEC_CHECK = 1
export CORE_UTILIZATION = 50
==> design/flow/constraint.sdc <==
current_design Data_Memory

set clk_period 12.3
set clk_io_pct 0.2

create_clock -name clk0 -period $clk_period [get_ports {clk_i}]

set non_clock_inputs [all_inputs -no_clocks]
set_input_delay [expr $clk_period * $clk_io_pct] -clock clk0 $non_clock_inputs
set_output_delay [expr $clk_period * $clk_io_pct] -clock clk0 [all_outputs]
==> results.toml <==
# generated from flow reports
[status]
status = "finished clean"

[job]
tool_warnings = 56
cap_violations = 0

[clocking]
clkTransAtPathRegs_ps = 60
post_cts_buffers = 0
root_buffer = "clkbuf_16"
cts.repair.resized = 0
cts_buffer_depth = 3
cts_tree = "yes"
cts_buffers = 131
holdBufCountCts = 0
h-tree-depth = 4

[critical_path]
cp.arrival_ps = 8040
worstSetupStartpointType = "input port"
cp_max_fo = 24
crit_type = "in -> reg"
worstPathRequired_ps = 12770
cp-end-kind = "flop"
startpoint = "addr_i[1]"
cp-endpoint = "Mem[87][1]"

[detailed_routing]
drt-initial-drc-count = 9709
vias_per_cell = 7.76
wl_met1_um = 171000
ant_nets = 0
drt_wl_total_um = 554000
dr.pass1.iters = 7
wire_per_inst_um = 47.9
met3_length_um = 115000
post-route-drc-count = 0
routed.top_layer = "met5"
wl_met2_um = 216000
via_count = 89600

[power]
power_density_nw_per_um2 = 103
p_seq_share_pct = 35.5
p_leak_uw = 0.0417
p_int_uw = 7360
combPwrFrac_pct = 28.6
p_sw_share_pct = 35.2
p_switching_uw = 4010
ir_drop_mv = 0.158
clkPwrFrac_pct = 35.9

[timing]
period_used_pct = 61.5
hold_viol = 0
setup_tns_ps = 0
period_minus_slack_ps = 7570
finalMaxSlewViolations = 0
clock.fmax_mhz = 132
max_slew_margin_pct = 14.3
rsz0062_at_grt = "no"
worstMarginPinSlew_ps = 1280
unclocked_pins = 32
untimed_endpoints = 64
setup_violations = 0

[floorplan]
dieArea_sq_um = 205000
fp_util_pct = 50.3
die_h_um = 453
ios = 99
die_w_um = 453
core_area_sq_um = 202000
row_count = 165

[synth]
syn_inst = 9091
synth.distinct_cells = 78
synthTopCellsByArea = "edfxtp_1 (30%), mux4_2 (25%), mux2i_1 (11%)"
ff_type = "edfxtp_1"
synth_flops = 1056
syn_area_per_cell_sq_um = 11.2
yosysTopAreaCellShare_pct = 30.3
ys_warn_count = 1
synth-async-reset-ratio_pct = 0
netlist_area_sq_um = 102000
edf_count = 1024
ys_area_sq_um = 102000
ys_cells = 9091
top_area_cell = "edfxtp_1"

[global_route]
antenna_found_initial = 74
grt_start_max_net_pins = 94
grt_pass1_wl_um = 743000
grtUsageTotal_pct = 58.1
grt_pass1_vias = 85900
grt_overflow = 0

[layout]
finalCoreUtilization_pct = 54.4
area_growth_pct = 8.21
logic_area_sq_um = 66600
layout-drive-gt1-share_pct = 32.4
seq_area_sq_um = 31200
final_cell_mix = "nand2_1 (1297), mux2i_1 (1143), mux4_2 (1129)"
instances_no_fill = 11600
fillers = 16500
lay_top_count = "nand2_1"
stdcell_area_sq_um = 110000

[min_path]
min_from = "data_i[4]"
worstHoldPathType = "in -> reg"

[placement]
dp_hpwl_um = 381000
gp_congestion = 1.16
place_inst = 11300
dpl_cell_area_sq_um = 105000
io_buffers = 73
-- area by class of cell --
cell class	instances	area share, %
timing repair buffer	521	3.83
inverter	23	0.0831
tap	2672	3.04
clock inverter	75	0.829
multi-input combinational	6987	60.5
clock buffer	155	3.12
sequential	1056	28.4
antenna	65	0.148
-- state kept, by name, summed over array words and instances (netlist names) --
signal / cells
data_o: 32
Mem: 1024
-- power by group through the flow --
stage / Clock (uW) / Sequential, uW / Combinational, uW
after CTS: 4070 / 4030 / 3040
after global routing: 4180 / 4040 / 3230
final: 4080 / 4040 / 3250
-- per-stage QoR --
stage | hold WS, ps | worst slack (ps) | power, uW
after floorplan | 2950 | 5570 | 5730
after global routing | 2120 | 5060 | 11400
after global placement | 2950 | 4340 | 7110
after detailed placement | 2950 | 4330 | 7130
after CTS | 2070 | 5200 | 11100
final | 2110 | 4730 | 11400
-- worst min path at each step --
stage,cells past startpoint,to
5_1_grt,3,Mem[79][4]
6_report,3,Mem[79][4]
4_1_cts,3,Mem[79][4]
-- synthesized netlist by cell type, drive strengths merged, types with 3 or more instances --
library cell,number
a2111oi,8
a211oi,25
a21o,128
a21oi,184
a221oi,6
a22oi,17
a311oi,6
a31oi,21
a32oi,14
and2,9
and3,20
and4,5
buf,304
clkbuf,721
dlxtp,32
edfxtp,1024
ha,7
inv,23
mux2,904
mux2i,1143
mux4,1129
nand2,1329
nand2b,3
nand3,192
nand3b,5
nand4,7
nor2,412
nor2b,6
nor3,41
nor3b,4
nor4,14
o2111ai,24
o211ai,11
o21ai,1009
o221ai,25
o22ai,169
o311ai,3
o31ai,4
o41ai,10
or2,3
or3,32
or4,22
xnor2,12
xor2,6
-- cells by family after synthesis --
family                   count (synthesis)  synth area share (%)
AND-OR/OR-AND                         1680                  9.47
XOR/XNOR                                18                 0.181
adder cells (fa/ha/maj)                  7                0.0862
buffers and inverters                 1048                  4.14
flip-flops                            1024                  30.3
latches                                 32                 0.473
multiplexers                          3176                  46.3
AND/OR/NAND/NOR                       2106                  9.07
-- worst max-delay path: stages --
cell	delay [ps]
buf_4	490
inv_6	300
ha_2	900
nor2b_2	780
buf_4	230
nand2_1	150
nor2_2	820
buf_4	590
nand2_1	190
nor2_1	560
or4_1	460
-- per-layer routing --
metal	global-route usage (%)	vias up
met5	24.6	-
met4	35.0	145
met3	48.4	1912
met2	71.1	8658
met1	67.5	43900
li1	-	35000
Power figures rest on the tool's default switching activity, not on a simulated workload.
