[config.mk]
export PLATFORM = sky130hd
export DESIGN_NAME = ALU_Ctrl
export DESIGN_NICKNAME = ALU_Ctrl
export VERILOG_FILES = /design/flow/design.v
export SDC_FILE = /design/flow/constraint.sdc
export NUM_CORES = 4
export LEC_CHECK = 1
export CORE_AREA = 10 10 70 70
export DIE_AREA = 0 0 80 80
[constraint.sdc]
current_design ALU_Ctrl

set clk_period 3.4
set clk_io_pct 0.2

create_clock -name clk0 -period $clk_period

set non_clock_inputs [all_inputs -no_clocks]
set_input_delay [expr $clk_period * $clk_io_pct] -clock clk0 $non_clock_inputs
set_output_delay [expr $clk_period * $clk_io_pct] -clock clk0 [all_outputs]
[design.v]
module ALU_Ctrl(
          funct_i,
          ALUOp_i,
          ALUCtrl_o,
			 ALUJrCtrl_o
          );
    input      [6-1:0] funct_i;
    input      [3-1:0] ALUOp_i;
    output     [4-1:0] ALUCtrl_o;
    output     ALUJrCtrl_o;
    reg        [4-1:0] ALUCtrl_o;
	 reg        ALUJrCtrl_o;
    always @ ( * ) begin
        if (funct_i==6'b100000 && ALUOp_i==3'b010) begin   
            ALUCtrl_o=4'b0010;
            ALUJrCtrl_o = 0;
        end
		  else if(funct_i==6'b000000 && ALUOp_i==3'b000) begin   
            ALUCtrl_o=4'b0010;  
            ALUJrCtrl_o = 0;
        end
      else if(funct_i==6'b011000 && ALUOp_i==3'b010) begin   
            ALUCtrl_o=4'b0011;  
            ALUJrCtrl_o = 0;
        end
      else if(funct_i==6'b001000 && ALUOp_i==3'b010) begin   
            ALUCtrl_o=4'b0011;  
            ALUJrCtrl_o = 1;
        end
        else if(funct_i==6'b100010 && ALUOp_i==3'b010) begin   
            ALUCtrl_o=4'b0110;
            ALUJrCtrl_o = 0;
        end
        else if(funct_i==6'b100100 && ALUOp_i==3'b010) begin   
            ALUCtrl_o=4'b0000;
            ALUJrCtrl_o = 0;
        end
        else if(funct_i==6'b100101 && ALUOp_i==3'b010) begin   
            ALUCtrl_o=4'b0001;
            ALUJrCtrl_o = 0;
        end
        else if(funct_i==6'b101010 && ALUOp_i==3'b010) begin   
            ALUCtrl_o=4'b0111;
            ALUJrCtrl_o = 0;
        end
		  else if(funct_i==6'b101011 && ALUOp_i==3'b010) begin   
            ALUCtrl_o=4'b1111;  
            ALUJrCtrl_o = 0;
        end
		  else if(funct_i==6'b000000 && ALUOp_i==3'b010) begin   
            ALUCtrl_o=4'b1000;  
            ALUJrCtrl_o = 0;
        end
		  else if(funct_i==6'b000100 && ALUOp_i==3'b010) begin   
            ALUCtrl_o=4'b1001;  
            ALUJrCtrl_o = 0;
        end
		  else if(ALUOp_i==3'b011) begin   
            ALUCtrl_o=4'b1010;  
            ALUJrCtrl_o = 0;
        end
		  else if(ALUOp_i==3'b100) begin   
            ALUCtrl_o=4'b0001;  
            ALUJrCtrl_o = 0;
        end
        else if(ALUOp_i==3'b000) begin   
            ALUCtrl_o=4'b0010;
            ALUJrCtrl_o = 0;
        end
        else if(ALUOp_i==3'b001) begin   
            ALUCtrl_o=4'b0110;
            ALUJrCtrl_o = 0;
        end
		  else if(ALUOp_i==3'b101) begin   
            ALUCtrl_o=4'b1011;  
            ALUJrCtrl_o = 0;
        end
        else begin
            ALUCtrl_o=4'bxxxx;
            ALUJrCtrl_o = 1'b0;
        end
    end
endmodule
[run.sh]
#!/bin/bash
# OpenROAD 26Q1-2900-gdf79404cd8, Yosys 0.63+post, stock flow scripts
make -C /OpenROAD-flow-scripts/flow DESIGN_CONFIG=/design/flow/config.mk WORK_HOME=/design/flow/orfs finish
==> flow_summary.json <==
{
  "netlist_area_sq_um": 171,
  "synthXorXnorAreaFrac_pct": 0,
  "layout.cells.non_filler": 89,
  "simple_gate_share_pct": 48.9,
  "rsz0062_at_grt": "false",
  "grt_overflow_total": 0,
  "avgSynthCellArea_sq_um": 6.86,
  "fp_util_pct": 5.02,
  "layout_top_cells": "13 x clkdlybuf4s50_1, 5 x nor2_1, 4 x buf_4",
  "clock_power_share_pct": 0,
  "slew_viol_final": 0,
  "yosysUniqueCellTypes": 18,
  "lay_top_count": "clkdlybuf4s50_1",
  "gp_congestion": 0.823,
  "status": "completed",
  "dp_cells": 89,
  "min_period_ps": 3350,
  "yosysSeqAreaShare_pct": 0,
  "drt_first_pass_iters": 4,
  "synth_cells": 25,
  "nClkBuffers": 0,
  "critPathCaptureType": "primary output",
  "drive_above_1_share_pct": 18.6,
  "synth_adder_area_share_pct": 0,
  "setup_viol": 0,
  "whs_path_depth": 4,
  "area_leaders": "nor2_1 11%, nor3b_1 8.8%, or4b_4 8.0%",
  "mux_area_share_pct": 5.84,
  "regArea_sq_um": 0,
  "core_sq_mm": 0.00342,
  "n_antenna_cell": 0,
  "path_class": "primary input to primary output",
  "grt_pass1_wl_mm": 1.29,
  "netSwitchingFraction_pct": 40.0,
  "worst_pin_slew_ps": 389,
  "final-comb-area_sq_um": 191,
  "vdd_drop_max_uv": 15.3,
  "io_buffers": 14,
  "min_to": "ALUJrCtrl_o",
  "intPower_uw": 22.4,
  "syn2layout_area_growth_pct": 148,
  "synthAoiAreaFrac_pct": 40.9,
  "critPathMaxFanout": 4,
  "chip_area_sq_mm": 0.00640,
  "via_per_inst": 3.13,
  "finalCritPeriodShare_pct": 98.5,
  "synth.logic.top_family": "simple AND/OR/NAND/NOR gates",
  "timing.slew.headroom_pct": 74.0,
  "seqPwrFrac_pct": 0,
  "startpoint_type": "primary input",
  "leakagePower_nw": 0.147,
  "power_density_mw_per_mm2": 87.7,
  "largest_area_cell": "nor2_1",
  "warnings": 32,
  "drtIter0Drc": 23,
  "arrival_ps": 2670,
  "fmax_mhz": 299,
  "routed_wl_microns": 825,
  "die_height_microns": 80,
  "vias": 279,
  "die_w_microns": 80,
  "worstPathRequired_ps": 2720,
  "dp_slack_ps": -88.2,
  "drc": 0,
  "wire_per_inst_microns": 9.27,
  "antenna_found_initial": 0,
  "antenna_left": 0,
  "ff_count": 0,
  "combPwrFrac_pct": 100.0,
  "cts_setup_buffers": 0,
  "worst_slack_ps": 50.9,
  "yosys_area_sq_um": 171,
  "ys_cells": 25,
  "min-delay-start": "funct_i[3]",
  "fillers": 391,
  "holdBufCountCts": 0,
  "maxCapViolCount": 0,
  "grt_start_max_net_pins": 7,
  "synth.yosys.warnings": 1,
  "hold_class": "primary input to primary output",
  "top_area_share_pct": 10.9,
  "grt_pass1_vias": 264,
  "hpwl_microns": 695,
  "num_io_pins": 14,
  "grt_usage_pct": 2.42,
  "rows": 21,
  "switchingPower_uw": 14.9,
  "finalHoldViolCount": 0
}
[worst max-delay path by stage]
stage / cells after the start / from / slack, ps / end
after CTS: 5 / ALUOp_i[2] / 20 / ALUCtrl_o[2]
after global routing: 5 / ALUOp_i[0] / 9 / ALUCtrl_o[1]
final: 5 / ALUOp_i[0] / 50 / ALUCtrl_o[3]
[area by class of cell]
| type | instances | area share, % |
|---|---|---|
| multi-input cells | 23 | 45.0 |
| repair buffers | 18 | 39.7 |
| well taps | 46 | 13.5 |
| inverters | 2 | 1.76 |
[stage by stage]
stage	TNS (ps)	utilization [%]	area, sq um	total power [mW]	hold WS (ps)
final	0	12.5	425	0.0373	2300
after global routing	0	12.5	425	0.0406	2330
after CTS	0	12.5	425	0.0375	2290
after detailed placement	-90.8	11.7	399	0.0350	2400
after global placement	-118	11.7	399	0.0348	2390
after floorplan	0	-	171	0.00852	1380
[power by group through the flow]
stage         sequential [mW]  combinational, mW  clock [mW]
CTS                         0             0.0375           0
global route                0             0.0406           0
finish                      0             0.0373           0
[timing repair]
item / 4_1_cts / 5_1_grt
gates resized: 6 / 0
endpoints found under the hold margin: 0 / 0
cloned: 0 / 0
pin swaps: 2 / 3
setup endpoints to repair: 2 / 1
[routing by layer]
metal / part of all wire, % / routed length [microns] / up-vias / track usage [%]
met5: 0 / 0 / - / 0
met4: 0 / 0 / 0 / 0
met3: 8.0 / 66 / 0 / 0.455
met2: 39 / 321 / 12 / 3.77
met1: 53 / 437 / 126 / 3.56
li1: - / - / 141 / -
[synthesized netlist by cell type, drive strengths merged, types with 2 or more instances]
cell type	count
a21oi	2
inv	2
nor2	5
nor3b	2
[critical path, stage by stage]
cell             delay [ps]
clkdlybuf4s50_1         420
or4b_4                  580
nor3b_1                 390
a211oi_1                150
clkdlybuf4s50_1         440
[cell families after synthesis]
| logic type | count (synthesis) |
|---|---|
| muxes | 1 |
| AOI/OAI and AO/OA | 9 |
| buffers and inverters | 2 |
| and+or+nand+nor | 13 |
Power figures rest on the tool's default switching activity, not on a simulated workload.
